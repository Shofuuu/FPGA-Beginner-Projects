`./run.sh`:
```
#!/bin/bash
# OpenROAD 26Q1-2900-gdf79404cd8, Yosys 0.63+post, stock flow scripts
make -C /OpenROAD-flow-scripts/flow DESIGN_CONFIG=/design/flow/config.mk WORK_HOME=/design/flow/orfs finish
```
`./config.mk`:
```
export PLATFORM = sky130hd
export DESIGN_NAME = uart_tx
export DESIGN_NICKNAME = uart_tx
export VERILOG_FILES = /design/flow/design.v
export SDC_FILE = /design/flow/constraint.sdc
export NUM_CORES = 4
export LEC_CHECK = 1
export CORE_AREA = 10 10 100 100
export DIE_AREA = 0 0 110 110
```
`./constraint.sdc`:
```
current_design uart_tx

set clk_period 2.3
set clk_io_pct 0.2

create_clock -name clk0 -period $clk_period [get_ports {clk_baud}]

set non_clock_inputs [all_inputs -no_clocks]
set_input_delay [expr $clk_period * $clk_io_pct] -clock clk0 $non_clock_inputs
set_output_delay [expr $clk_period * $clk_io_pct] -clock clk0 [all_outputs]
```
`./design.v`:
```
`timescale 1ns/1ps
module uart_tx (
        input wire clk_baud,  
        input wire rst,  
        input wire en,  
        input wire [7:0] data,  
        output reg tx,  
        output reg busy  
    );
    localparam IDLE = 2'd0;  
    localparam START_BIT = 2'd1;  
    localparam DATA_TRANSMIT = 2'd2;  
    localparam STOP_BIT = 2'd3;  
    reg [1:0] state, next_state;  
    reg [3:0] counter;  
    reg [7:0] data_buf;  
    always @(posedge clk_baud or posedge rst) begin: data_counter
        if (rst) begin
            tx       <= 1'b1;
            state    <= IDLE;
            counter  <= 4'd0;
            busy     <= 1'b0;
            data_buf <= 8'd0;
        end else begin
            state <= next_state;
            case (state)
                IDLE: begin
                    tx       <= 1'b1;
                    counter  <= 4'd0;
                    busy     <= 1'b0;
                    data_buf <= data;
                end
                START_BIT: begin
                    tx <= 1'b0;
                    busy <= 1'b1;
                end
                DATA_TRANSMIT: begin
                    tx <= data_buf[counter];
                    counter <= counter + 4'b1;
                    busy <= 1'b1;
                end
                STOP_BIT: begin
                    tx <= 1'b1;
                    busy <= 1'b1;
                end
                default: begin
                    tx      <= 1'b1;
                    counter <= 4'd0;
                    busy    <= 1'b0;
                end
            endcase
        end
    end
    always @(*) begin: uart_state_machine
        next_state = state;
        case (state)
            IDLE: if (en) next_state = START_BIT;
            START_BIT: next_state = DATA_TRANSMIT;
            DATA_TRANSMIT: next_state = (counter == 4'd7 ? STOP_BIT : DATA_TRANSMIT);
            STOP_BIT: next_state = IDLE;
            default: next_state = IDLE;
        endcase
    end
endmodule
```
==> out/notes.md <==
The clock reaches the later pin of the worst-skew pair after 250 ps. The run gives 1240 ps as the arrival time at the worst endpoint. Measured along the y axis, the die boundary spans 110 um.

In the synthesized netlist, the number of instances is 58. The critical path goes through clkdlybuf4s50_1. Per STA, the endpoint of the critical path is tx.

The run gives 1 as the total number of H-tree levels. The Yosys warning count is 1. The pre-antenna-repair detailed-routing pass consisted of 2 iterations. After clock tree synthesis, the setup repair step added 0 buffers. The worst path uses 73.9% of the clock period. The number of stages on the worst setup path came out at 1. The post-route antenna net violation count was 0. With the residual DRC count at 0, the leakage power total is 0.000468 uW.

The startpoint of the worst register-to-register path is counter[1]. The startpoint type of the worst setup path was a flop. Timing would allow up to 0.588 GHz. TritonCTS built the clock tree. For the final routed database, the setup TNS stands at 0 ps.

With the flip-flop and latch count after synthesis at 18, the layout-stage area growth over the synthesis result is 38.3%. The count of maximum capacitance violations is 0. Looking at the reg2reg group, the worst path ends at tx. The first global-routing pass estimated 2400 um of wire. Buffers placed on the I/O ports in this run total 12. Looking at the max-slew report, the worst-margin pin has a slew of 693 ps.

Setup repair after global routing left no endpoint under its margin. For the worst setup path, the data required time is 1840 ps. Setup slack on the worst reg-to-reg path comes out at 1010 ps. In this run the worst setup path begins at tx. Primary flip-flop cell chosen by synthesis mapping: sky130_fd_sc_hd__dfrtp_1.

The most numerous logic cell after layout was sky130_fd_sc_hd__dfrtp_1. Once iteration 0 of detailed routing completed, the report listed 35 DRC markers. Via count of the first global-routing pass: 492.

The timing report attributes the biggest portion of critical-path delay to flip-flops. Cells with a size suffix above 1 make up 23.6% of the layout. The netlist uses 22 different library cells. After detailed routing, the number of vias per cell comes to 2.71. The total length of routed wires was 1450 um.

Yosys stat counts 58 cells in the synthesized netlist. The run gives 1 for the worst hold path stage count. The number of gates resized after CTS was 0.

For this design, the sink count on the clock tree is 18. The routed design could run at a clock period as short as 1700 ps. For the total cell area reported by yosys after synthesis, the log shows 768 um2.

Maximum root-to-sink buffer count: 2. For this block, the via count after detailed routing is 472. The max-slew check reports its worst relative slack as 53.7%. In this run, placement finished with an instance count of 170.

In this run the clock root is driven by a sky130_fd_sc_hd__clkbuf_8. According to the floorplan report, the total die area is 0.0121 mm2. The per-instance average area after synthesis came out at 13.2 um2. The post-detailed-placement half-perimeter wirelength was 1070 um; the non-filler instance count after layout was 174. Number of antenna violations at the first check in global routing: 0. The global route stage reports its total congestion overflow as 0.

Sequential elements use 59.0% of the synthesized area. Combinational gate area: 299 um2. The highest supply drop recorded on VDD is 305 uV. By startpoint and endpoint, the worst setup path is classified as reg -> out. The number of warnings the tools reported was 25; the clock input transition at the sequential cells of the worst setup and hold paths was 70 ps. The flow reported a cell area power density of 558 mW/mm2. The core region is 0.00781 mm2.

The sort of element at the end of the critical path is an output port. Clock tree synthesis inserted a total of 3 buffers. The number of enable flip-flop cells came out at 0. The run gives 13 as the number of ports placed on the die boundary. In the final layout, the fill cell count is 878. The run gives 453 um2 as the area of all sequential standard cells. The run finished with clean final reports. The number of cells on the worst reg-to-reg path works out to 3. Per the gpl log, the routability congestion estimate is 0.732.

Peak fanout along the critical path: 1. Kind of path behind the tightest hold check: reg -> reg. The buffering stage count on the worst path with inverters included is 1, and the setup skew after layout is 2.00 ps. For the share of the core filled by cells before placement, the log shows 9.84%. The share of flip-flops with an asynchronous set or reset is 100%, and the number of rows in the core area is 32.

The top cell types in the final layout, fill and taps aside, are 16 x sky130_fd_sc_hd__dfrtp_1, 12 x sky130_fd_sc_hd__clkdlybuf4s50_1, 11 x sky130_fd_sc_hd__mux2_2, 4 x sky130_fd_sc_hd__o21ai_0, 4 x sky130_fd_sc_hd__clkbuf_8. The tools report the maximum number of pins on one net before global-route repair as 19. The final report lists the setup-violating endpoint count as 0. In this design, the stage delay of the slowest critical-path cell is 510 ps.

The max-slew violation count came out at 0. In the final routed layout, each cell accounts on average for 8.31 um. The count of inserted antenna diode cells came out at 0. The tightest hold margin is 449 ps, and the count of hold-fix buffers inserted at cts is 0. The critical path's slowest stage uses the library cell sky130_fd_sc_hd__dfstp_2. Post-synthesis instance area: 768 um2.

For the number of endpoints with negative hold slack in the final report, the log shows 0. Global routing used 2.51% of the available tracks. Die boundary width: 110 um.
## cell type report
cell class / count / share of cell area (%)
Sequential cell: 18 / 42.6
Tap cell: 102 / 12.0
Multi-Input combinational cell: 36 / 28.2
Inverter: 2 / 0.707
Clock buffer: 4 / 5.18
Timing Repair Buffer: 12 / 11.3
## worst register-to-register path: stages, from the launching register on
cell                      delay (ps)
sky130_fd_sc_hd__dfrtp_1         460
sky130_fd_sc_hd__mux4_1          570
sky130_fd_sc_hd__nor2_1          110
sky130_fd_sc_hd__o31ai_1          90
## stage by stage
step,area (um2),total power [uW],utilization (%),setup WS [ps]
after global placement,1010,347,12.9,861
after floorplan,768,328,-,1100
after global routing,1060,620,13.6,559
after detailed placement,1010,347,12.9,861
final,1060,593,13.6,601
after CTS,1060,603,13.6,579
## power breakdown
group	leakage, uW	switching [uW]	internal (uW)	total [uW]
Clock	0.0000288	101	152	253
Combinational	0.000195	8.79	15.0	23.8
Sequential	0.000244	0	317	317
## flip-flops by register name, summed over array words and instances, names as in the netlist
name / count
busy: 1
tx: 1
counter: 4
state: 4
data_buf: 8
## how the worst min path moves through the flow
stage | end | startpoint
4_1_cts | state[1] | state[2]
5_1_grt | state[1] | state[2]
6_report | state[1] | state[2]
## cell usage after synthesis, types with 2 or more instances
cell	instances	area (um2)
sky130_fd_sc_hd__a21o_1	2	15.0
sky130_fd_sc_hd__o21ai_0	4	20.0
sky130_fd_sc_hd__mux2_2	11	124
sky130_fd_sc_hd__dfrtp_1	16	400
sky130_fd_sc_hd__nor3b_1	2	15.0
sky130_fd_sc_hd__dfstp_2	2	52.6
sky130_fd_sc_hd__inv_1	2	7.51
sky130_fd_sc_hd__nand2_1	3	11.3
sky130_fd_sc_hd__nor2_1	3	11.3
## logic make-up (layout without fill, tap and decap cells)
family | count (synthesis) | count (layout) | synth area share [%]
xor gates and xnor gates | 1 | 1 | 1.14
buffers and inverters | 4 | 18 | 2.12
adders and majority gates | 1 | 1 | 1.63
DFF | 18 | 18 | 59.0
AOI/OAI and AO/OA | 8 | 8 | 6.68
and+or+nand+nor | 14 | 14 | 9.94
muxes | 12 | 12 | 19.5
## per-layer routing
| metal | GRT usage (%) | vias up | wire (um) |
|---|---|---|---|
| met1 | 3.84 | 224 | 771 |
| met5 | 0 | - | 0 |
| met4 | 0.372 | 0 | 14 |
| li1 | - | 233 | - |
| met2 | 3.09 | 13 | 566 |
| met3 | 1.23 | 2 | 93 |
Power figures rest on the tool's default switching activity, not on a simulated workload.
