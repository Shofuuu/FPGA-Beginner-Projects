===== ./run.sh =====
#!/bin/bash
# OpenROAD 26Q1-2900-gdf79404cd8, Yosys 0.63+post, stock flow scripts
make -C /OpenROAD-flow-scripts/flow DESIGN_CONFIG=/design/flow/config.mk WORK_HOME=/design/flow/orfs finish

===== ./config.mk =====
export PLATFORM = sky130hd
export DESIGN_NAME = timer
export DESIGN_NICKNAME = timer
export VERILOG_FILES = /design/flow/design.v
export SDC_FILE = /design/flow/constraint.sdc
export NUM_CORES = 4
export LEC_CHECK = 1
export CORE_AREA = 10 10 107 107
export DIE_AREA = 0 0 117 117

===== ./constraint.sdc =====
current_design timer

set clk_period 3.8
set clk_io_pct 0.2

create_clock -name clk0 -period $clk_period [get_ports {clk}]

set non_clock_inputs [all_inputs -no_clocks]
set_input_delay [expr $clk_period * $clk_io_pct] -clock clk0 $non_clock_inputs
set_output_delay [expr $clk_period * $clk_io_pct] -clock clk0 [all_outputs]

===== ./design.v =====
`timescale 1ns / 1ps
module timer #(
		parameter integer WIDTH = 26,
		parameter integer CLOCK_FREQ = 50_000_000,  
		parameter integer BLINK_FREQ = 1  
	)(
		input wire rst,  
		input wire clk,  
		output reg led  
	);
	localparam integer THRESHOLD = (CLOCK_FREQ/BLINK_FREQ);
	reg [WIDTH-1:0] counter = 0;  
	always @(posedge clk or posedge rst) begin : counter_reg
		if (rst) begin
			counter <= 0;
			led <= 1'b0;
		end else if ((counter >= THRESHOLD)) begin
			counter <= 0;
			led <= ~led;
		end else
			counter <= counter + 1'b1;
	end
endmodule

==> Slide: Implementation Results <==
Key Metrics from the Run

Routing
  • WL per Instance: 10.7 um
  • Vias per cell: 4.15
  • Number of antenna-violating nets in the routed design: 0
  • DRT Pass-1 Iters: 4
  • DRC: 0
  • Routed WL: 2.78 mm
  • # diodes: 0
  • DR iter-0 viols: 109
  • Routed vias: 1076

Final layout
  • Finished Cell Area: 1630 sq um
  • Fill cells: 996
  • Layout cells sized above 1: 0.0811
  • Final Util: 0.177
  • MI comb area: 718 sq um
  • Area occupied by registers: 676 sq um
  • Area Growth Syn to Fin: 12.3%
  • Max reg flops: 26

Die
  • Die area: 13700 sq um
  • Core box area: 9200 sq um
  • I/O pin count: 3
  • Row Count: 35
  • Die y size: 117 um
  • Fp_density: 0.158
  • Die Span X: 117 um

CTS
  • Root buffer cell: clkbuf_8
  • CTS resizes: 0
  • Post-CTS setup buffers: 0
  • Worst-case clock buffer depth: 2
  • Worst-path clk slew: 0.09 ns
  • CTS Hold Bufs: 0
  • Clock Sinks: 27
  • # H-tree levels: 1
  • Latency at later pin: 0.27 ns
  • CTS tree: built
  • Total CTS buffers: 3

STA
  • Clk_skew: 0.00144 ns
  • Worst Tran Pin Value: 0.738 ns
  • Hold Fails Final Rpt: 0
  • Count of final setup violators: 0
  • Highest Clock Rate: 494 MHz
  • Period utilization: 0.533
  • Post-route setup slack: 1.78 ns
  • Relative slew margins: 0.506
  • Final min period: 2.02 ns
  • Setup TNS: 0 ns
  • Slew Viols, Final: 0
  • RSZ-0062 raised after global routing: no

Synth
  • Biggest area consumer among synthesized cells: dfrtp_1
  • Area leader share: 0.466
  • Register share after synthesis: 0.466
  • Main flop type: dfrtp_1
  • Post-synth design cell area: 1450 sq um
  • Synth unique cells: 35
  • Synthesis Warnings: 1
  • Cells after Synth: 146
  • Ys cells: 146
  • Share of synthesized registers carrying an async set or reset: 1.00
  • Cell area leaders: dfrtp_1 47%, xor2_1 4.8%, nor2_1 4.4%
  • Yosys Chip Area: 1450 sq um
  • Mean area per synthesized cell: 9.93 sq um
  • Synth Register Bits: 27
  • Top post-synthesis cells by count: 27 x dfrtp_1, 17 x nor2_1, 10 x nand3_1, 10 x nand4_1, 9 x a21oi_1
  • Most common cell in the netlist: dfrtp_1
  • Number of enable flip-flop cells: 0

Run status
  • Outcome: complete, no violations

Worst setup path
  • Worst setup SP type: flip-flop
  • Kind of critical path: reg2reg
  • Crit. End Element: flip-flop
  • Data required time of the worst path: 3.96 ns
  • WP data arrival: 2.18 ns
  • CP Max Fanout: 14

Power
  • LEAKAGE: 0.645 nW
  • Peak supply drop: 115 uV
  • Pwr dens: 279 nW/um^2
  • Total power draw: 454 uW

Global routing
  • Initial antenna violation count: 0
  • Total track usage: 0.0405
  • Gr ovfl total: 0
  • Pin count of the biggest net entering global routing: 28
  • First-pass GRT wire length: 4.56 mm
  • Vias in the first global route: 958

Run
  • Count of tool warnings: 27
  • Max cap viols: 0

Placement
  • Instance area at placement: 1580 sq um
  • Dpl ws: 1.81 ns
  • Buffers added on ports: 2
  • DPL Wire Length: 1.93 mm
  • Routability congestion estimate: 0.844

Worst hold path
  • Hold crit path type: reg2reg
==> power by group <==
part | internal, mW | total [mW] | switching [mW]
Sequential | 0.287 | 0.287 | 0
Combinational | 0.00165 | 0.00735 | 0.00571
Clock | 0.0750 | 0.160 | 0.0847
Total | 0.364 | 0.454 | 0.0904
==> layout by cell type, fill, tap and decap left out, drive strengths merged <==
cell / instances
and2: 2
nand3b: 1
o31ai: 2
and4: 6
nand2: 6
or3: 4
o21ai: 7
ha: 2
o211a: 1
clkdlybuf4s50: 2
nand3: 10
inv: 4
nor4: 2
a31oi: 1
and3: 3
dfrtp: 27
nand4: 10
nor4b: 1
a21oi: 9
a31o: 1
buf: 2
and2b: 1
nor3: 3
xnor2: 7
xor2: 8
nand4b: 2
nor2: 17
a2111oi: 2
or4: 1
clkbuf: 4
==> cells by family (layout without fill, tap and decap cells) <==
logic type | Yosys count | count (layout) | share of synthesized area
buf+inv | 10 | 12 | 0.0388
compound gates | 23 | 23 | 0.108
flops | 27 | 27 | 0.466
fa+ha+maj | 2 | 2 | 0.0173
xor+xnor | 15 | 15 | 0.0906
simple gates | 69 | 69 | 0.280
==> worst max-delay path, stage by stage, from the launching register on <==
cell and delay, ns:
dfrtp_1 0.47, nor3_1 0.08, o211a_1 0.25, nor4b_4 0.70
buf_4 0.33, a21oi_1 0.07
==> path summary, 6_finish.rpt <==
check / to / slack, ns / cells past startpoint / startpoint
max: counter[24] / 1.78 / 5 / counter[8]
min in group asynchronous: counter[20] / 0.85 / 3 / rst
min reg2reg: counter[25] / 0.49 / 1 / counter[25]
max in group asynchronous: counter[8] / 2.69 / 3 / rst
min: counter[25] / 0.49 / 1 / counter[25]
max reg2reg: counter[24] / 1.78 / 5 / counter[8]
==> routing by layer <==
metal | track usage | wire length [um] | up-vias
met3 | 0.00774 | 103 | 4
met1 | 0.0580 | 1360 | 520
met4 | 0.00659 | 20 | 0
li1 | - | - | 536
met5 | 0 | 0 | -
met2 | 0.0634 | 1290 | 16
==> layout make-up <==
class | count | share of cell area
inverter | 4 | 0.00922
multi-input combinational | 109 | 0.441
clock buffer | 4 | 0.0277
sequential | 27 | 0.415
tap | 111 | 0.0853
timing repair buffer | 4 | 0.0215
==> through the flow <==
stage,std cells,hold WS [ns]
2_1_floorplan,146,0.420
3_3_place_gp,255,0.481
3_5_place_dp,255,0.485
4_1_cts,259,0.498
5_1_grt,259,0.504
6_report,259,0.489
Power is estimated from default activity; no workload was simulated.
